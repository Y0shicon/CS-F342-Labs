`flow/run.sh`:
```
#!/bin/bash
# OpenROAD 26Q1-2900-gdf79404cd8, Yosys 0.63+post, stock flow scripts
make -C /OpenROAD-flow-scripts/flow DESIGN_CONFIG=/design/flow/config.mk WORK_HOME=/design/flow/orfs finish
```
`flow/constraint.sdc`:
```
current_design instr_mem

set clk_period 2.7
set clk_io_pct 0.2

create_clock -name clk0 -period $clk_period

set non_clock_inputs [all_inputs -no_clocks]
set_input_delay [expr $clk_period * $clk_io_pct] -clock clk0 $non_clock_inputs
set_output_delay [expr $clk_period * $clk_io_pct] -clock clk0 [all_outputs]
```
`flow/config.mk`:
```
export PLATFORM = sky130hd
export DESIGN_NAME = instr_mem
export DESIGN_NICKNAME = instr_mem
export VERILOG_FILES = /design/flow/design.v
export SDC_FILE = /design/flow/constraint.sdc
export NUM_CORES = 4
export LEC_CHECK = 1
export CORE_AREA = 10 10 70 70
export DIE_AREA = 0 0 80 80
```
`flow/design.v`:
```
module instr_mem(
  input [31:0] addr,
  output reg [31:0] instr
);
  reg [31:0] memory [31:0];
  initial begin
    memory[0]  = 32'b100011_00000_01000_0000_0000_0000_0000;  
    memory[1]  = 32'b100011_00000_01001_0000_0000_0000_0001;  
    memory[2]  = 32'b100011_00000_01100_0000_0000_0000_1011;  
    memory[3]  = 32'b000000_01001_01100_01011_00000_100010;  
    memory[4]  = 32'b000100_01011_00000_0000_0000_0000_0110;  
    memory[5]  = 32'b000000_01000_01001_01000_00000_100000;  
    memory[6]  = 32'b100011_00000_01010_0000_0000_0000_0001;  
    memory[7]  = 32'b000000_01001_01010_01001_00000_100000;  
    memory[8]  = 32'b000010_00000_00000_00000_00000_000011;  
    memory[9]  = 32'b000000_00000_00000_00000_00000_000000;  
    memory[10] = 32'b000000_00000_00000_00000_00000_000000;  
    integer i;
    for (i = 11; i < 32; i = i + 1) memory[i] = 32'b0;
  end
  always @(*) begin
    instr = memory[addr[6:2]];  
  end
endmodule
```
==> impl_metrics.tcl <==
# metrics dict for downstream scripts
set metrics [dict create \
    status "finished, final reports clean" \
    fp.dieW_um 80 \
    numPortBuffers 24 \
    io_pins 64 \
    report.final.slew_viol_count 0 \
    numPlacedInstances 128 \
    die-area_sq_mm 0.006400 \
    final-comb-area_sq_um 309.0 \
    start_kind "input pin" \
    vias_per_cell 3.211 \
    flops 0 \
    num_vias 411 \
    final_core_util_pct 19.78 \
    timing.setup.tns_ns 0 \
    setup_viol 0 \
    wire_per_inst_um 9.672 \
    path_common_cell "clkdlybuf4s50_1" \
    synth_cell_type_count 19 \
    areaGrowthSynthToFinish_pct 66.67 \
    whs_path_depth 4 \
    ys_cells 58 \
    cts-hold-fix-buffers 0 \
    worstPathRequired_ns 2.16 \
    core_area_sq_mm 0.003416 \
    critPathSlowestCell "clkdlybuf4s50_1" \
    cpPeakStageDelay_ns 0.48 \
    grt_max_degree 15 \
    cp_max_fo 2 \
    fillers 384 \
    post-cts-setup-buffers 0 \
    drt-initial-drc-count 22 \
    drv_cap 0 \
    finalHoldViolations 0 \
    drive_above_1_share_pct 15.85 \
    wirelength_mm 1.238 \
    num_rows 21 \
    p_per_area_mw_per_mm2 100.9 \
    yosys_warnings 1 \
    ir_worst_vdd_mv 0.01501 \
    synth_cells 58 \
    hpwl_mm 1.085 \
    die_h_um 80 \
    fmax_ghz 0.3808 \
    grt_setup_unrepaired "yes" \
    period_used_pct 97.26 \
    yosys_area_sq_um 405.4 \
    drc 0 \
    cp_data_arrival_time_ns 2.09 \
    antenna_found_initial 0 \
    warnings 63 \
    path_cells "clkdlybuf4s50_1, inv_1, ha_4, nand2b_1, a21oi_1, clkdlybuf4s50_1" \
    clkbuf_count 0 \
    first_pass_iters 4 \
    cellLeakagePower_nw 0.2954 \
    grt_pass1_vias 392 \
    initial_utilization_pct 11.87 \
    critPathKind "input pin to output pin" \
    min_period_ns 2.626 \
    globalRouteOverflowTotal 0 \
    end_kind "output pin" \
    ys_seq_share_pct 0 \
    seq_area_sq_um 0 \
    instances_no_fill 128 \
    hp-class "input pin to output pin" \
    syn_area_sq_um 405.4 \
    avgSynthCellArea_sq_um 6.989 \
    grt_pass1_wl_mm 1.766 \
    final_antenna_net_count 0 \
    grt_use_total_pct 3.163 \
    diodes 0 \
    place_congestion 0.7482 \
]
[critical path, delay by kind of cell]
kind / cells / cell delay [ns]
buf+inv: 3 / 1.03
fa+ha+maj: 1 / 0.24
simple gates: 1 / 0.14
compound gates: 1 / 0.15
[where the power goes]
part | internal (W) | switching [W] | leakage (nW) | total, W
Combinational | 0.0000420 | 0.0000262 | 0.295 | 0.0000682
Clock | 0 | 0 | 0 | 0
Sequential | 0 | 0 | 0 | 0
[logic make-up after synthesis]
group	count (synthesis)	share of synthesized area [%]
and+or+nand+nor	21	29.94
adders and majority gates	4	12.35
other	1	0.9250
buffers and inverters	22	40.12
muxes	1	2.469
AOI/OAI and AO/OA	9	14.20
[worst paths after layout]
check	start	endpoint
max	addr[2]	instr[21]
min	addr[5]	instr[0]
[Yosys cell counts]
master / n / area share (%)
buf_2: 1 / 1.2
a211oi_1: 4 / 7.4
or2_1: 1 / 1.5
nor2_1: 5 / 4.6
nand2b_1: 4 / 6.2
o31ai_1: 1 / 1.9
and2b_1: 2 / 3.7
mux2i_1: 1 / 2.5
and3_1: 2 / 3.1
and2_1: 3 / 4.6
nor3b_2: 1 / 3.1
nand2_1: 2 / 1.9
ha_1: 4 / 12
nor3_1: 1 / 1.2
a21oi_1: 4 / 4.9
inv_1: 2 / 1.9
buf_6: 2 / 5.6
buf_4: 17 / 31
conb_1: 1 / 0.93
[layout by cell type (no fill, tap or decap), types with 2 or more instances in the layout]
master | Yosys | routed
a211oi_1 | 4 | 4
a21oi_1 | 4 | 3
and2_1 | 3 | 3
and2b_1 | 2 | 2
and3_1 | 2 | 2
buf_4 | 17 | 8
clkdlybuf4s50_1 | 0 | 22
conb_1 | 1 | 13
ha_1 | 4 | 3
inv_1 | 2 | 2
nand2_1 | 2 | 2
nand2b_1 | 4 | 4
nor2_1 | 5 | 4
[stage by stage]
| step | cell area, sq um | total power [W] | hold slack (ns) | worst slack (ns) |
|---|---|---|---|---|
| 2_1_floorplan | 450.4 | 0.00004022 | 1.093 | 0.9137 |
| 5_1_grt | 675.6 | 0.00007722 | 1.808 | -0.01687 |
| 6_report | 675.6 | 0.00006817 | 1.729 | 0.07410 |
| 3_3_place_gp | 653.1 | 0.00006709 | 2.106 | -0.09585 |
| 4_1_cts | 659.4 | 0.00006812 | 1.951 | 0.02106 |
| 3_5_place_dp | 653.1 | 0.00006698 | 2.098 | -0.09833 |
[area by class of cell]
| type | instances | area share [%] |
|---|---|---|
| Timing Repair Buffer | 32 | 44.63 |
| Multi-Input combinational cell | 48 | 45.74 |
| Inverter | 2 | 1.111 |
| Tap cell | 46 | 8.519 |
[repair_timing]
item | CTS | global route
pin swaps | 0 | 1
setup endpoints to repair | 6 | 9
resized | 4 | 3
[per-layer routing]
metal / wire, um / vias up / global-route usage [%]
met4: 0 / 0 / 0
li1: - / 207 / -
met3: 144 / 0 / 0.9091
met5: 0 / - / 0
met1: 522 / 183 / 3.823
met2: 570 / 21 / 5.698
Power figures rest on the tool's default switching activity, not on a simulated workload.
