--- config.mk ---
export PLATFORM = sky130hd
export DESIGN_NAME = InstrMem
export DESIGN_NICKNAME = InstrMem
export VERILOG_FILES = /design/flow/design.v
export SDC_FILE = /design/flow/constraint.sdc
export NUM_CORES = 4
export LEC_CHECK = 1
export CORE_AREA = 10 10 70 70
export DIE_AREA = 0 0 80 80
--- constraint.sdc ---
current_design InstrMem

set clk_period 1.9
set clk_io_pct 0.2

create_clock -name clk0 -period $clk_period

set non_clock_inputs [all_inputs -no_clocks]
set_input_delay [expr $clk_period * $clk_io_pct] -clock clk0 $non_clock_inputs
set_output_delay [expr $clk_period * $clk_io_pct] -clock clk0 [all_outputs]
--- design.v ---
module InstrMem(
    input  wire [4:0] addr,
    output reg  [31:0] instr
);
    reg [31:0] mem [0:31];
    initial begin
        mem[0]  = 32'h20080000;  
        mem[1]  = 32'h20090001;  
        mem[2]  = 32'h01094020; mem[3]  = 32'h21290001;
        mem[4]  = 32'h01094020; mem[5]  = 32'h21290001;
        mem[6]  = 32'h01094020; mem[7]  = 32'h21290001;
        mem[8]  = 32'h01094020; mem[9]  = 32'h21290001;
        mem[10] = 32'h01094020; mem[11] = 32'h21290001;
        mem[12] = 32'h01094020; mem[13] = 32'h21290001;
        mem[14] = 32'h01094020; mem[15] = 32'h21290001;
        mem[16] = 32'h01094020; mem[17] = 32'h21290001;
        mem[18] = 32'h01094020; mem[19] = 32'h21290001;
        mem[20] = 32'h01094020; mem[21] = 32'h21290001;
        integer i;
        for (i = 22; i < 32; i = i + 1) mem[i] = 32'h00000000;
    end
    always @(*) begin
        instr = mem[addr];
    end
endmodule
--- run.sh ---
#!/bin/bash
# OpenROAD 26Q1-2900-gdf79404cd8, Yosys 0.63+post, stock flow scripts
make -C /OpenROAD-flow-scripts/flow DESIGN_CONFIG=/design/flow/config.mk WORK_HOME=/design/flow/orfs finish
==> out/summary.txt <==
Run status -> completed
Internal power consumption -> 0.00003995 W
Half-perimeter wire length after detailed placement -> 796.8 um
Cell count listed in synth_stat.txt -> 41
Layout area overhead -> 49.38%
Clock network fraction of total power -> 0%
Core Util, Final -> 13.19%
Overall overflow remaining after global route -> 0
Class of the tightest hold or removal check -> in -> out
Post-synthesis average cell area -> 7.355 um^2
Power share of the sequential group -> 0%
Final setup violation count -> 0
Number of warnings the tools reported -> 32
Maximum clock rate -> 540.6 MHz
Yosys warns -> 1
Global-route wire length before repair -> 1297 um
Worst Setup End Kind -> output port
CP startpoint kind -> input port
Total of clock buffers placed in the layout -> 0
Count of boundary I/O pins -> 37
Number of DRC violations after detailed routing -> 0
Depth of the worst hold-timing path -> 3
Final Critical Period -> 1.850 ns
X dimension of the die -> 80 um
Crit-path max FO -> 3
Total Routing Usage GR -> 2.401%
Chain of cells forming the critical path -> dlygate4sd2_1 -> a21o_1 -> buf_6 -> nand2_1 -> clkdlybuf4s50_1
Row count -> 21
Fraction of layout cells with a size suffix above 1 -> 34.43%
Leakage Power -> 0.2333 nW
Number of endpoints with negative hold slack in the final report -> 0
Global-route track usage on met2 -> 4.093%
Number of violations reported at the end of detailed-routing iteration 0 -> 5
Placed cell count -> 104
Yosys-reported design area after synthesis -> 301.5 um^2
Largest voltage drop on the vdd net -> 0.02782 mV
Fraction of the cycle the final worst path needs -> 97.35%
Library cell contributing the largest single delay on the critical path -> clkdlybuf4s50_1
Initial antenna violation count -> 0
Sequential fraction of the synthesis area -> 0%
Vias in the first global route -> 281
Post-synthesis cell count -> 41
Endpoint, Worst Hold -> instr[14]
Summed instance area of the synthesized netlist -> 301.5 um^2
Kind of critical path -> in -> out
Flip-flop and latch count -> 0
Diodes inserted -> 0
GR met3 Demand/Resource -> 0.9091%
Slowest stage delay, CP -> 0.46 ns
Area of the chip -> 6400 um^2
Number of hold-repair buffers added at the cts stage -> 0
Number of I/O port buffers -> 13
Most frequent standard cell in the layout excluding fill and tap cells -> conb_1
Core footprint -> 3416 um^2
Largest net degree at the start of global routing -> 7
Final WL -> 924 um
Global Route met1 Usage -> 2.966%
Max cap viols -> 0
Number of max-slew violations in the final report -> 0
Die boundary height -> 80 um
Routability congestion estimate -> 0.7111
Smallest hold slack -> 1.201 ns
Start point of the worst min-delay path -> addr[0]
Non-Filler Instances -> 107
Power spent charging and discharging nets -> 0.00002746 W
Top library cells by usage in the layout, fill and taps aside -> conb_1, buf_4, dlygate4sd2_1, clkbuf_2, clkdlybuf4s15_2
Vias per cell -> 2.467
Overall via count from detail_route -> 264
Sequential Area -> 0 um^2
Number of distinct standard cells referenced by the synthesized netlist -> 14
1st-pass router iterations -> 2
Antenna Violating Nets Remaining -> 0
RSZ-0062 raised after global routing -> false
WL/cell -> 8.636 um
Worst path arrival time -> 1.47 ns
Combinational fraction of design power -> 100.0%
Most used routing layer in global routing -> met2
Share of total power consumed by net switching -> 40.73%
Initial standard-cell utilization of the core -> 8.828%
Count of filler cells inserted in the layout -> 405
Power per unit of standard cell area -> 149.7 nW/um^2
Endpoint required time on the critical path -> 1.52 ns
## cells by family (layout without fill, tap and decap cells)
family,Yosys count,count (layout),synth area share [%]
buffers and inverters,27,24,65.97
AND-OR/OR-AND,8,8,18.67
AND/OR/NAND/NOR,5,5,14.11
other,1,24,1.244
## power by group through the flow
stage / logic (W) / registers [W] / clock network [W]
final: 0.0000674 / 0 / 0
after global routing: 0.0000763 / 0 / 0
after CTS: 0.0000713 / 0 / 0
## metal layers
layer,routed length [um],share of wire [%]
met1,394,43
met3,99,11
met4,0,0
met2,430,47
met5,0,0
## worst max-delay path: cells and delay by family
family	cells	cell delay, ns
AND-OR/OR-AND	1	0.20
buffers and inverters	3	0.83
AND/OR/NAND/NOR	1	0.06
## cell usage after synthesis, drive strengths merged
library cell / n / share of area [%]
a211o: 1 / 2.9
inv: 1 / 1.2
conb: 1 / 1.2
a211oi: 2 / 5.0
a21o: 1 / 2.5
nor2: 1 / 1.2
o21bai: 1 / 2.5
nor2b: 1 / 2.1
nand2: 1 / 1.2
nor3b: 1 / 2.5
a21oi: 2 / 3.3
buf: 26 / 65
a22oi: 1 / 2.5
nor4: 1 / 7.1
## cell type report
cell class         count  area [um^2]  share of cell area, %
repair buffers        23        186.4                  41.39
well taps             46        57.56                  12.78
multi-input cells     37        202.7                  45.00
inverters              1        3.754                 0.8333
## stage by stage
stage | TNS [ns] | setup WS [ns] | power (W) | instance area [um^2]
floorplan | 0 | 0.5861 | 0.00005307 | 387.9
global placement | -2.619 | -0.3756 | 0.00007353 | 432.9
detailed placement | -2.630 | -0.3912 | 0.00007299 | 432.9
CTS | 0 | 0.009626 | 0.00007130 | 465.4
global route | 0 | 0.01608 | 0.00007632 | 450.4
finish | 0 | 0.05037 | 0.00006741 | 450.4
## worst max-delay path by stage
stage                   start   endpoint  slack (ns)  cells past startpoint
after CTS             addr[1]  instr[24]        0.01                      6
after global routing  addr[2]  instr[19]        0.02                      5
final                 addr[2]  instr[19]        0.05                      5
## timing repair
action	CTS	global route
gates resized	22	8
endpoints found under the setup margin	8	5
buffers inserted	3	0
pin swaps	4	2
Power figures rest on the tool's default switching activity, not on a simulated workload.
