==> flow/design.v <==
module DataMem(
    input  wire        clk,
    input  wire        MemWrite,
    input  wire        MemRead,
    input  wire [31:0] Addr,
    input  wire [31:0] WriteData,
    output reg  [31:0] ReadData
);
    reg [31:0] mem [0:31];
    integer i;
    initial begin
        for (i = 0; i < 32; i = i + 1) mem[i] = 32'h00000000;
    end
    always @(posedge clk) begin
        if (MemWrite) mem[Addr[4:0]] <= WriteData;
    end
    always @(*) begin
        if (MemRead) ReadData = mem[Addr[4:0]];
        else ReadData = 32'h00000000;
    end
endmodule
==> flow/run.sh <==
#!/bin/bash
# OpenROAD 26Q1-2900-gdf79404cd8, Yosys 0.63+post, stock flow scripts
make -C /OpenROAD-flow-scripts/flow DESIGN_CONFIG=/design/flow/config.mk WORK_HOME=/design/flow/orfs finish
==> flow/config.mk <==
export PLATFORM = sky130hd
export DESIGN_NAME = DataMem
export DESIGN_NICKNAME = DataMem
export VERILOG_FILES = /design/flow/design.v
export SDC_FILE = /design/flow/constraint.sdc
export NUM_CORES = 4
export LEC_CHECK = 1
export CORE_UTILIZATION = 50
==> flow/constraint.sdc <==
current_design DataMem

set clk_period 4.7
set clk_io_pct 0.2

create_clock -name clk0 -period $clk_period [get_ports {clk}]

set non_clock_inputs [all_inputs -no_clocks]
set_input_delay [expr $clk_period * $clk_io_pct] -clock clk0 $non_clock_inputs
set_output_delay [expr $clk_period * $clk_io_pct] -clock clk0 [all_outputs]
==> results.yml <==
# synthesis and place-and-route metrics
status:
  status: "complete, no violations"
routing:
  via_count: 20348
  n_antenna_cell: 0
  ant_nets: 0
  dr.pass1.iters: 8
  dr.first_iter.drc_count: 1271
  drc: 0
  routedWlPerCell_microns: 27.9
  wl_mm: 96.0
  vias_per_cell: 5.91
sta:
  tightest_slew_ns: 1.02
  max_freq_mhz: 215
  fin_tns_setup_ns: 0
  fin_crit_sh_pct: 98.8
  relSlewSlack_pct: 31.9
  hold_viol: 0
  rsz0062_at_grt: "yes"
  period_minus_slack_ns: 4.64
  finalSetupViolations: 0
  maxSlewViolCount: 0
  whs_ns: 1.10
  setup_ws_ns: 0.0577
pwr:
  p_per_area_mw_per_mm2: 407
  vdd_drop_max_v: 0.000344
  p_sw_share_pct: 20.3
  p_total_mw: 18.8
  p_sw_mw: 3.81
  internal_power_mw: 15.0
  comb_power_share_pct: 5.2
  power.leakage_nw: 16.0
  clockPowerShare_pct: 40.7
  power_frac_seq_pct: 54.1
place:
  placedInstanceArea_sq_mm: 0.0430
  placed_cells: 3269
  dp_hpwl_mm: 54.7
  io_buffers: 71
  place_ws_ns: -0.118
  place_congestion: 0.832
critical_path:
  crit_fanout: 11
  required_ns: 3.76
  startpoint_type: "input port"
  critPathArrivalTime_ns: 3.70
  end_kind: "output pin"
  path_class: "input port to output pin"
yosys:
  ys.warnings.count: 1
  ys_seq_elements: 1024
  ys_cells: 2078
  syn_inst: 2078
  syn_area_sq_mm: 0.0392
  synth_cell_type_count: 22
  synth_area_per_cell_sq_um: 18.9
  ys_seq_share_pct: 78.5
  yosys_area_sq_mm: 0.0392
cts:
  ctsRootBufferMaster: "clkbuf_16"
  cts_hold_buf: 0
  cts_tree: "done"
  cts.clk_slew.worst_paths_ns: 0.06
  cts_inserted_buffers: 100
  cts.sinks: 1024
  cts_buffer_depth: 3
  cts_max_level: 3
global_route:
  gr-total-overflow: 0
  grtUsageTotal_pct: 27.8
  antenna_found_initial: 0
  grt_pass1_wl_mm: 139
  grt_pass1_vias: 21187
  grt_max_degree: 52
die:
  ioPinCount: 99
  rows: 102
  core_area_sq_mm: 0.0775
  die_area_sq_mm: 0.0795
  die_h_microns: 282
  fp_util_pct: 50.6
  fp.dieW_microns: 282
cells_and_area:
  area_growth_pct: 18.0
  drive_above_1_share_pct: 17.0
  largest_reg_flops: 1024
  post-route-util_pct: 59.7
  lay_top_cells: "edfxtp_1 (1,024), mux2i_1 (512), o22ai_1 (248)"
  fillers: 5423
  regArea_sq_mm: 0.0307
  lay_top_count: "edfxtp_1"
  mi_logic_area_sq_mm: 0.00808
  final_cells: 3444
  fin_area_sq_mm: 0.0462
flow_run:
  warning_count: 54
  maxCapViolCount: 0
min_path:
  min_path_type: "input port to flip-flop"
  whs_path_depth: 2
## critical path, cell delays in order
cell and delay, ns:
clkdlybuf4s50_1 0.40, buf_4 0.17, or4_2 0.73, buf_6 0.22, buf_12 0.16, o22ai_1 0.12
nor4_1 0.09, buf_4 0.15, a21boi_1 0.21, clkdlybuf4s50_1 0.51
## cells in the mapped netlist, drive strengths merged
cell / count / share of area, %
o22ai: 256 / 4.1
nand3: 2 / 0.026
or3b: 3 / 0.067
nor2: 29 / 0.28
nor4: 64 / 1.0
nand4bb: 6 / 0.17
nand3b: 4 / 0.077
mux2i: 512 / 13
edfxtp: 1024 / 78
or4b: 4 / 0.10
or4: 1 / 0.019
a21boi: 32 / 0.61
nand4b: 4 / 0.089
or3: 1 / 0.016
nand2: 2 / 0.019
nor3: 4 / 0.051
buf: 100 / 1.5
clkbuf: 29 / 0.28
nand4: 1 / 0.016
## power groups by stage
stage / logic, mW / registers, mW / clock network (mW)
after global routing: 1.05 / 10.2 / 8.13
after CTS: 0.979 / 10.2 / 7.78
final: 0.980 / 10.2 / 7.66
## what timing repair did
item | CTS | global route
endpoints found under the setup margin | 10 | 22
setup buffers | 0 | 0
pin swaps | 1 | 4
resized | 5 | 18
## layout make-up
type / count / area share (%)
Timing Repair Buffer: 280 / 6.40
Multi-Input combinational cell: 925 / 17.5
Clock inverter: 56 / 1.12
Tap cell: 1040 / 2.82
Clock buffer: 119 / 5.66
Sequential cell: 1024 / 66.5
## metal layers
layer / vias to the layer above / share of wire [%] / global-route usage (%) / routed length, microns
li1: 9027 / - / - / -
met5: - / 0.066 / 1.04 / 63
met4: 2 / 2.4 / 5.32 / 2270
met3: 153 / 16 / 18.9 / 15400
met2: 1137 / 47 / 40.0 / 45400
met1: 10029 / 34 / 38.5 / 32900
## worst paths after layout
kind	from	to
max	Addr[0]	ReadData[27]
min	WriteData[29]	mem[22][29]$_DFFE_PP_
## cells by family after synthesis
group	synth area share [%]
buffers and inverters	1.74
AND-OR/OR-AND	4.73
multiplexers	13.1
AND/OR/NAND/NOR	1.95
flip-flops	78.5
Power is estimated from default activity; no workload was simulated.
